**design.v**
```verilog
module Ring_counter_18bits(
	input clk,				 
	input res,				 
	input sw,				 
	output reg [17:0] OUT	 
);
always @(posedge clk) begin
	if(res ==1'b0)
		OUT=17'b00000000000000001;	 
	else if(sw==1'b1)
		OUT={OUT[16:0],OUT[17]};	 
	else
		OUT={OUT[0],OUT[17:1]};		 
end
endmodule
```
**config.mk**
```make
export PLATFORM = sky130hd
export DESIGN_NAME = Ring_counter_18bits
export DESIGN_NICKNAME = Ring_counter_18bits
export VERILOG_FILES = /design/flow/design.v
export SDC_FILE = /design/flow/constraint.sdc
export NUM_CORES = 4
export LEC_CHECK = 1
export CORE_AREA = 10 10 80 80
export DIE_AREA = 0 0 90 90
```
**constraint.sdc**
```tcl
current_design Ring_counter_18bits

set clk_period 1.0
set clk_io_pct 0.2

create_clock -name clk0 -period $clk_period [get_ports {clk}]

set non_clock_inputs [all_inputs -no_clocks]
set_input_delay [expr $clk_period * $clk_io_pct] -clock clk0 $non_clock_inputs
set_output_delay [expr $clk_period * $clk_io_pct] -clock clk0 [all_outputs]
```
**run.sh**
```bash
#!/bin/bash
# OpenROAD 26Q1-2900-gdf79404cd8, Yosys 0.63+post, stock flow scripts
make -C /OpenROAD-flow-scripts/flow DESIGN_CONFIG=/design/flow/config.mk WORK_HOME=/design/flow/orfs finish
```
==> datasheet_impl.txt <==
Characteristics after synthesis and place and route

Parameter                              Value

Setup path
  Critical path arrival    roughly 750 ps
  Critical Path, Cell by Cell    clkdlybuf4s15_1
  Endpoint required time on the critical path    approximately 800 ps
  Worst setup slack for register-to-register paths    220 ps
  Type of origin of the critical path    flop
  Delay-heaviest family, CP    flip-flops
  CP Buf/Inv Count    1
  Critical path capture point type    primary output
  Slowest stage cell on the critical path    dfxtp_2
  Maximum fanout count along the critical path    2
  Category of the critical setup timing path    reg -> out
  CP max stage delay    around 330 ps

Clock tree
  Clock transition time at the flip-flop clock pins of the worst setup and hold paths    around 70 ps
  Number of buffers on the longest clock path    2
  Clock root cell    clkbuf_8
  Clk ins delay skew pair    between 200 and 300 ps
  Maximum level of the CTS H-tree    1
  TritonCTS buffer count    3
  Number of buffers added to fix hold violations after cts    0
  Sinks on the clock net    18
  Clock tree from TritonCTS    built

Placement
  Post-detail-place hpwl    1.26 mm
  Total of buffers placed on input and output ports    20
  Weighted congestion reported at the end of routability-driven placement    between 0.7 and 0.8
  Area of placed instances    1110 um^2

Drt
  Post-DR vias/cell    3.17
  Post-detailed-routing wire length    1.72 mm
  WL/cell    slightly above 10 um
  Total via count in the routed design    527
  N_diodes    0
  Antenna-violating nets left    0
  Count of routing violations after the opening detailed-route iteration    9
  1st-pass router iterations    3
  # DRC    0

Synthesis
  Count of yosys warnings during synthesis    1
  Number of cells produced by synthesis    around 57
  Post-synthesis register bit count    18
  Total cell area reported by yosys after synthesis    686 um^2
  Number of distinct standard cells referenced by the synthesized netlist    7
  Summed instance area of the synthesized netlist    about 690 um^2
  Count of instantiated cells in the yosys netlist    57
  Top cells, area    dfxtp_1 53%, mux2i_1 26%, nor2b_1 16%, buf_12 2.9%, buf_6 1.6%
  Proportion of synthesized chip area in sequential cells    between 50% and 60%
  Average footprint of a synthesized cell    12.0 um^2
  Cell accounting for the most synthesized area    dfxtp_1
  Post-synth top area share    52.6%

Timing
  Shortest clock period the worst path allows after layout    953 ps
  Final Max-Slew Violation Tally    0
  Final Hold Viols    0
  Slew Limit Headroom    89.4%
  Setup tns final    0 ps
  Worst slew pin tran    154 ps
  Finish-stage setup viols    0
  Maximum clock frequency    1.05 GHz
  Unrepaired setup endpoints after global routing    no
  Post-layout period usage    95.3%
  Clock Skew    ~1.6 ps

Floorplan
  Chip width    90 um
  Initial cell density of the core    14.5%
  Number of core rows    25
  Core ar.    about 4700 um^2
  I/O pin count    21
  Vertical extent of the die    roughly 90 um
  Die area    8100 um^2

Final layout
  Fin area    1180 um^2
  Layout cell share with drive strength beyond 1    51.5%
  Flip-flop count of the largest register, all copies and words added    18
  Filler instances    507
  Area growth from synthesis to final layout    71.9%

Global route
  Residual overflow from global routing    0
  GRT Resource Usage Total    4.34%
  Antenna violations before repair    0
  Vias in the first global route    581
  Pin count of the biggest net entering global routing    19
  Wire length of the first global-routing pass    approximately 2.9 mm

Job
  Max-cap violation count    0
  Total tool warning count    25

Power and ir drop
  Cell leakage power    0.533 nW
  Maximum vdd drop    0.483 mV
  PwrDens    1230 nW/um^2

Outcome
  Run status    completed

Worst hold path
  Min-Delay Path Class    in -> reg
==> layout by cell type (no fill, tap or decap), drive strengths merged <==
cell,n
dfxtp,18
bufbuf,1
mux2i,18
clkdlybuf4s15,10
nor2b,17
clkdlybuf4s50,1
buf,20
dlygate4sd2,1
clkbuf,12
nand2,1
==> path summary, 6_finish.rpt <==
check	startpoint	endpoint	cells after the start
max	OUT[13]	OUT[13]	1
max reg2reg	OUT[5]	OUT[6]	3
min	sw	OUT[0]	4
min reg2reg	OUT[17]	OUT[0]	3
==> final cells by class <==
cell class                 instances  area (um^2)  share of cell area, %
multi-input combinational         36          290                   24.6
sequential                        18          383                   32.5
tap                               67         83.8                   7.11
timing repair buffer              41          367                   31.1
clock buffer                       4         55.1                   4.67
==> timing repair <==
item,4_1_cts,5_1_grt
cloned,1,0
gates resized,55,8
setup buffers,0,0
hold endpoints to repair,0,0
setup endpoints to repair,36,8
==> synth_stat cells (all sizes together) <==
cell type and count:
buf 2, clkbuf 1, dfxtp 18, mux2i 18, nand2 1, nor2b 17
==> where the power goes <==
group / leakage (nW) / internal [mW] / switching, mW
combinational: 0.350 / 0.0880 / 0.0431
clock: 0.0288 / 0.349 / 0.232
sequential: 0.154 / 0.730 / 0.00630
total: 0.533 / 1.17 / 0.281
==> cells by family (layout without fill, tap and decap cells) <==
family / Yosys count / count (layout) / synth area share, %
buf+inv: 3 / 45 / 5.11
flops: 18 / 18 / 52.6
mux: 18 / 18 / 26.3
simple gates: 18 / 18 / 16.1
==> per-layer routing <==
metal  part of all wire [%]  track usage, %  vias to the layer above
li1                       -               -                      271
met1                     46            5.26                      240
met2                     45            6.78                       14
met3                    9.0            2.51                        2
met4                   0.70           0.398                        0
met5                      0               0                        -
==> per-stage QoR <==
| step | total power [mW] | utilization (%) | hold WS [ps] | setup slack [ps] | cells |
|---|---|---|---|---|---|
| after floorplan | 0.813 | - | 328 | 182 | 57 |
| after global placement | 0.874 | 23.5 | 574 | -280 | 161 |
| after detailed placement | 0.874 | 23.5 | 575 | -285 | 161 |
| after CTS | 1.47 | 25.8 | 558 | 17.6 | 166 |
| after global routing | 1.51 | 25.0 | 598 | 2.43 | 166 |
| final | 1.45 | 25.0 | 550 | 46.7 | 166 |
Power is estimated from default activity; no workload was simulated.
